==> flow/design.v <==
`timescale 1ps/1ps
module asynch_fifo #(
    parameter WIDTH = 8,
    parameter DEPTH = 16
)(
    input wire w_clk,
    input wire r_clk,
    input wire w_en,
    input wire rst,   
    input wire [WIDTH-1:0] w_data,
    output reg full,
    input wire r_en,
    output wire [WIDTH-1:0] r_data,
    output reg empty
);
    localparam ADDR_WIDTH = $clog2(DEPTH);
    reg [WIDTH-1:0] mem [0:DEPTH-1];
    reg [ADDR_WIDTH:0] wbin, wgray;
    reg [ADDR_WIDTH:0] rbin, rgray;
    reg [ADDR_WIDTH:0] wgray_s1, wgray_s2;   
    reg [ADDR_WIDTH:0] rgray_s1, rgray_s2;   
    assign r_data = mem[rbin[ADDR_WIDTH-1:0]];
    function automatic [ADDR_WIDTH:0] bin2gray(input [ADDR_WIDTH:0] bin);
        bin2gray = bin ^ (bin >> 1);
    endfunction
    always @(posedge w_clk or posedge rst) begin
        if (rst) begin
            wbin <= 0;
            wgray <= 0;
        end else if (w_en && !full) begin
            mem[wbin[ADDR_WIDTH-1:0]] <= w_data;
            wbin <= wbin + 1;
            wgray <= bin2gray(wbin + 1);
        end
    end
    always @(posedge w_clk or posedge rst) begin
        if (rst) begin
            rgray_s1 <= 0;
            rgray_s2 <= 0;
        end else begin
            rgray_s1 <= rgray;
            rgray_s2 <= rgray_s1;
        end
    end
    always @(posedge w_clk or posedge rst) begin
        if (rst) begin
            full <= 0;
        end else begin
            full <= (bin2gray(wbin + 1) == {~rgray_s2[ADDR_WIDTH:ADDR_WIDTH-1], 
                                          rgray_s2[ADDR_WIDTH-2:0]});
        end
    end
    always @(posedge r_clk or posedge rst) begin
        if (rst) begin
            rbin <= 0;
            rgray <= 0;
        end else if (r_en && !empty) begin
            rbin <= rbin + 1;
            rgray <= bin2gray(rbin + 1);
        end
    end
    always @(posedge r_clk or posedge rst) begin
        if (rst) begin
            wgray_s1 <= 0;
            wgray_s2 <= 0;
        end else begin
            wgray_s1 <= wgray;
            wgray_s2 <= wgray_s1;
        end
    end
    always @(posedge r_clk or posedge rst) begin
        if (rst) begin
            empty <= 1;
        end else begin
            empty <= (rgray == wgray_s2);
        end
    end
endmodule
==> flow/run.sh <==
#!/bin/bash
# OpenROAD 26Q1-2900-gdf79404cd8, Yosys 0.63+post, stock flow scripts
make -C /OpenROAD-flow-scripts/flow DESIGN_CONFIG=/design/flow/config.mk WORK_HOME=/design/flow/orfs finish
==> flow/config.mk <==
export PLATFORM = sky130hd
export DESIGN_NAME = asynch_fifo
export DESIGN_NICKNAME = asynch_fifo
export VERILOG_FILES = /design/flow/design.v
export SDC_FILE = /design/flow/constraint.sdc
export NUM_CORES = 4
export LEC_CHECK = 1
export CORE_UTILIZATION = 40
==> flow/constraint.sdc <==
current_design asynch_fifo

set clk_period 4.7
set clk_io_pct 0.2

create_clock -name clk0 -period $clk_period [get_ports {r_clk}]
create_clock -name clk1 -period $clk_period [get_ports {w_clk}]

set non_clock_inputs [all_inputs -no_clocks]
set_input_delay [expr $clk_period * $clk_io_pct] -clock clk0 $non_clock_inputs
set_output_delay [expr $clk_period * $clk_io_pct] -clock clk0 [all_outputs]
==> reports/metrics.yaml <==
outcome:
  status: "finished clean"
placed_design:
  dp.cells: 700
  gp_congestion: 0.822
  io_buffers: 21
  placed_area_um2: 7330
  dp_hpwl_mm: 9.33
  pre_cts_ws_ps: 1000
synthesis:
  synthArstFlopShare: 0.238
  synth_flops: 168
  ys_cells: 460
  ys_sh_adder: 0.0147
  synth_top_cell_by_count: "edfxtp_1"
  synth.distinct_cells: 50
  logic_family: "AND-OR/OR-AND gates"
  syn_avg_cell_area_um2: 14.8
  yosysWarnings: 2
  enable_flop_cells: 128
  xor_area_frac: 0.0433
  synth.top_cells.by_count: "edfxtp_1, dfrtp_1, nand2_1, nor2_1, xnor2_1"
  yosysChipArea_um2: 6790
  mappedNetlistArea_um2: 6790
  synth_area_leader_cell: "edfxtp_1"
  ys_sh_simple: 0.0711
  ys_seq_share: 0.714
  ys_sh_aoi: 0.105
  postSynthCellCount: 460
  synthTopCellsByArea: "edfxtp_1, dfrtp_1, xnor2_1, nand2_1, a22o_1"
  top_area_frac: 0.566
  ff_type: "edfxtp_1"
  ys_sh_mux: 0.0278
route:
  drc: 0
  drtAntennaViolNets: 0
  diodes: 0
  wl_mm: 15.4
  wire_per_inst_um: 21.0
  via_per_inst: 5.42
  vias: 3985
  first_pass_iters: 5
  dr.first_iter.drc_count: 375
run:
  cap_violations: 0
  warnings: 32
setup_path:
  start_kind: "flop"
  critPathMaxStageDelay_ps: 560
  crit_fanout: 11
  crit_path_start: "rbin[0]"
  crit_path_cell_trace: "inv_1 -> ha_1 -> nor2b_1 -> a32oi_1 -> o221ai_1 -> a21oi_1 -> a41oi_1 -> clkdlybuf4s50_1"
  worstSetupPathType: "flop to output port"
  crit_path_end_kind: "output port"
  reg2reg_depth: 6
  cp_slowest_cell: "nor2b_1"
  path_depth: 8
  crit_buf_inv: 2
  critPathTopFamily: "AND-OR/OR-AND gates"
  rr_startpoint: "rbin[0]"
  worstPathArrival_ps: 3120
  crit_required_ps: 3760
power_and_ir_drop:
  p_sw_mw: 1.74
  p_clk_frac: 0.286
  p_comb_frac: 0.333
  total_power_mw: 5.33
  power_density_nw_per_um2: 666
  swShare: 0.327
  p_leak_nw: 2.80
  internal_power_mw: 3.58
  vdd_drop_max_mv: 0.304
  seq_power_share: 0.381
die:
  core-area_um2: 16600
  die_h_um: 132
  ios: 23
  fp_util: 0.409
  chipArea_um2: 17500
  core.rowCount: 47
  die_w_um: 132
global_route:
  met2_usage: 0.289
  grtUsageTotal: 0.198
  grt-ovfl-total: 0
  grt_max_degree: 48
  grt_pass1_vias: 4208
  use_met1: 0.292
  top_usage_layer: "met1"
  grt_pass1_wl_mm: 24.3
  antenna_found_initial: 0
  grtUsageMet3: 0.0978
clocking:
  clkSlewWorstSetupHoldPaths_ps: 60
  postCtsHoldBufs: 0
  cts_resized: 0
  post_cts_buffers: 0
  clock_sinks: 168
  cts_tree: "built"
finish:
  seq_area_um2: 4850
  area_growth_pct: 17.8
  comb_area_um2: 1780
  fin_area_um2: 8000
  drive_gt1_frac: 0.126
  post-route-util: 0.482
  stdcell_count: 735
  n_fill_cell: 1410
min_path:
  min_from: "rgray[3]"
  hold-path-cell-count: 0
  min_path_type: "flop to flop"
sta:
  final-max-slew-violation-count: 0
  hold_slack_ps: 269
  fin_skew_ps: 5.98
  worstMarginPinSlew_ps: 710
  hold_viol: 0
  finalSetupTns_ps: 0
  relSlewSlack: 0.527
  rsz0062_at_grt: "false"
  setup_violations: 0
  worst_slack_ps: 641
[cell usage in the layout (no fill, tap or decap), types with 7 or more instances in the layout]
cell	synthesis	routed
xnor2_1	23	23
buf_4	2	26
nand2_1	34	34
a22oi_1	12	12
nor2b_1	7	7
dfrtp_1	39	39
a22o_1	14	14
xor2_1	8	8
edfxtp_1	128	128
a31oi_1	7	7
nor3_1	7	7
clkdlybuf4s50_1	0	21
clkbuf_16	0	20
nand3_1	9	9
nor2_1	27	27
inv_1	7	7
ha_1	8	8
o21ai_0	16	16
a21oi_1	15	15
[cell type report]
class,count,area share
inverters,7,0.00329
clock buffers,22,0.0635
multi-input cells,258,0.222
repair buffers,47,0.0507
well taps,220,0.0344
clock inverters,13,0.0199
flip-flops and latches,168,0.606
[power by group through the flow]
| stage | Combinational [mW] | Clock [mW] | Sequential, mW |
|---|---|---|---|
| after global routing | 1.97 | 1.60 | 2.07 |
| final | 1.77 | 1.52 | 2.03 |
| after CTS | 1.79 | 1.54 | 2.03 |
[worst reg2reg max path: stages (launching register included)]
cell      delay, ps
dfrtp_1         450
ha_1            580
buf_4           370
nor3_1           90
a211oi_1        280
xnor2_1         150
o21ai_1          80
[kinds of logic (layout without fill, tap and decap cells)]
kind of cell,Yosys count,in the layout
AND-OR/OR-AND,98,98
XOR/XNOR,32,32
adder cells (fa/ha/maj),8,8
buffers and inverters,34,89
flip-flops,168,168
multiplexers,16,16
AND/OR/NAND/NOR,104,104
[final timing paths]
check                         endpoint  slack, ps
max in group asynchronous        empty       3180
min reg2reg                rgray_s1[3]        270
max                          r_data[2]        640
min in group clk0          wgray_s2[4]        350
min                        rgray_s1[3]        270
max in group clk1            mem[0][5]       2270
max reg2reg                   rgray[3]       2560
min in group asynchronous         full        990
[registers in the layout, summed over array words and instances, names as in the netlist]
name	flops
rgray_s1	5
wbin	5
empty	1
wgray_s2	5
rgray	4
wgray_s1	5
wgray	4
rgray_s2	5
full	1
mem	128
rbin	5
[layer usage]
layer | share of wire | up-vias
li1 | - | 1834
met1 | 0.42 | 1954
met2 | 0.46 | 177
met3 | 0.099 | 20
met4 | 0.016 | 0
met5 | 0 | -
